--- /design/flow/config.mk ---
export PLATFORM = sky130hd
export DESIGN_NAME = cpu
export DESIGN_NICKNAME = cpu
export VERILOG_FILES = /design/flow/design.v
export SDC_FILE = /design/flow/constraint.sdc
export NUM_CORES = 4
export LEC_CHECK = 1
export CORE_UTILIZATION = 50
export SYNTH_HDL_FRONTEND = slang
--- /design/flow/constraint.sdc ---
current_design cpu

set clk_period 22.3
set clk_io_pct 0.2

create_clock -name clk0 -period $clk_period [get_ports {clk}]

set non_clock_inputs [all_inputs -no_clocks]
set_input_delay [expr $clk_period * $clk_io_pct] -clock clk0 $non_clock_inputs
set_output_delay [expr $clk_period * $clk_io_pct] -clock clk0 [all_outputs]
--- /design/flow/design.v ---
`timescale 1ns / 1ps
`timescale 1ns / 1ps
module alu(
    input [16:0] full_op,
    input [31:0] in_value1,
    input [31:0] in_value2,
    output reg [31:0] out_value
    );
    always @(*) begin
        out_value = 32'b0;
        case(full_op[6:0])
            7'b0110011,  
            7'b0010011:  
                case(full_op[9:7])
                    3'b000:  
                        if(full_op[16:10]==7'b0000000) out_value = in_value1 + in_value2;
                        else if(full_op[6:0]==7'b0110011 && full_op[16:10]==7'b0100000) out_value = in_value1 - in_value2;
                    3'b001:  
                        if(full_op[16:10]==7'b0000000) out_value = in_value1 << in_value2[4:0];
                    3'b010:  
                        if(full_op[16:10]==7'b0000000) out_value = $signed(in_value1) < $signed(in_value2);
                    3'b011:  
                        if(full_op[16:10]==7'b0000000) out_value = in_value1 < in_value2;
                    3'b100:  
                        if(full_op[16:10]==7'b0000000) out_value = in_value1 ^ in_value2;
                    3'b101:  
                        if(full_op[16:10]==7'b0000000) out_value = in_value1 >> in_value2[4:0];
                        else if(full_op[16:10]==7'b0100000) out_value = $signed(in_value1) >>> in_value2[4:0];
                    3'b110:  
                        if(full_op[16:10]==7'b0000000) out_value = in_value1 | in_value2;
                    3'b111:  
                        if(full_op[16:10]==7'b0000000) out_value = in_value1 & in_value2;
                endcase
            7'b1101111,  
            7'b1100111,  
            7'b0110111,  
            7'b0010111,  
            7'b1100011: begin  
                out_value = in_value1 + in_value2;
            end
            default:
                out_value = 32'hdeadbeef;
        endcase
    end
endmodule
`timescale 1ns / 1ps
module branch(
    input [9:0] branch_inst,
    input [31:0] rs1_v,
    input [31:0] rs2_v,
    output reg branch_e
    );
    always @(*) begin
        case(branch_inst[6:0])
            7'b1100011: begin  
                case(branch_inst[9:7])
                    3'b000:  
                        branch_e = (rs1_v == rs2_v) ? 1 : 0;
                    3'b001:  
                        branch_e = (rs1_v == rs2_v) ? 0 : 1;
                    3'b100:  
                        branch_e = ($signed(rs1_v) < $signed(rs2_v)) ? 1 : 0;
                    3'b101:  
                        branch_e = ($signed(rs1_v) < $signed(rs2_v)) ? 0 : 1;
                    3'b110:  
                        branch_e = (rs1_v < rs2_v) ? 1 : 0;
                    3'b111:  
                        branch_e = (rs1_v < rs2_v) ? 0 : 1;
                    default:
                        branch_e = 0;
                endcase
            end
            default:
                branch_e = 0;
        endcase
    end
endmodule
`timescale 1ns / 1ps
module cpu(
        input clk,
        input reset,
        input [31:0] op_code,  
        output reg [31:0] im_addr  
    );
    wire branch_e, jump_e, jumpmux_e;
    wire [31:0] pc_in, pc_out, next_pc;
    wire rd_e, rs1_e, rs2_e, imm_e, pc_e;
    wire [4:0] rd, rs1, rs2;
    wire [16:0] full_inst;  
    wire [31:0] rd_v, rs1_v, rs2_v, imm;
    wire [31:0] value_1, value_2;
    wire [31:0] alu_out;
    or2to1_1bit _jumpsw(branch_e, jump_e, jumpmux_e);  
    mux2to1_32 _jumpmux(jumpmux_e, next_pc, alu_out, pc_in);  
    adder_32 _pcadd(32'd4, pc_out, next_pc);  
    program_counter _pc(pc_in, reset, clk, pc_out);  
    decoder_core _dc(op_code, rd_e, rd, rs1_e, rs1, rs2_e, rs2, imm_e, imm, pc_e, jump_e, full_inst);
    register _re(rd_e, rd, rd_v, rs1_e, rs1, rs2_e, rs2, clk, rs1_v, rs2_v);
    mux2to1_32 _pcsw(pc_e, rs1_v, pc_out, value_1);  
    mux2to1_32 _immsw(imm_e, rs2_v, imm, value_2);  
    alu _alu(full_inst, value_1, value_2, alu_out);
    branch _branch(full_inst[9:0], rs1_v, rs2_v, branch_e);
    mux4to1_32 _rdsw({1'b0, jump_e}, alu_out, next_pc, 32'b0, 32'b0, rd_v);  
    always @(posedge clk) begin
        im_addr <= pc_out;
    end
endmodule
`timescale 1ns / 1ps
module decoder_core(
    input [31:0] inst,
    output reg rd_e,
    output reg [4:0] rd,
    output reg rs1_e,
    output reg [4:0] rs1,
    output reg rs2_e,
    output reg [4:0] rs2,
    output reg imm_e,  
    output reg [31:0] imm,
    output reg pc_e,  
    output reg jump_e,  
    output reg [16:0] full_inst  
    );
    initial begin
        rd_e = 1'b0; rs1_e = 1'b0; rs2_e = 1'b0;
        rd = 5'b0; rs1 = 5'b0; rs2 = 5'b0;
        imm_e = 1'b0; imm = 32'b0; pc_e = 1'b0; full_inst = 17'b0;
    end
    always @(*) begin
        case(inst[6:0])
            7'b0110011: begin  
                full_inst = {inst[31:25], inst[14:12], inst[6:0]};  
                rd_e = 1;
                rd = inst[11:7];
                rs1_e = 1;
                rs1 = inst[19:15];
                rs2_e = 1;
                rs2 = inst[24:20];
                imm_e = 0;
                imm = 32'b0;
                pc_e = 0;
                jump_e = 0;
            end
            7'b0010011,  
            7'b0000011,  
            7'b1110011,  
            7'b0001111: begin  
                full_inst = {7'b0, inst[14:12], inst[6:0]};  
                rd_e = 1;
                rd = inst[11:7];
                rs1_e = 1;
                rs1 = inst[19:15];
                rs2_e = 0;
                rs2 = 5'b0;
                imm_e = 1;
                imm = {{20{inst[31]}}, inst[31:20]};
                pc_e = 0;
                jump_e = 0;
            end
            7'b0100011: begin  
                full_inst = {7'b0, inst[14:12], inst[6:0]};  
                rd_e = 0;
                rd = 5'b0;
                rs1_e = 1;
                rs1 = inst[19:15];
                rs2_e = 1;
                rs2 = inst[24:20];
                imm_e = 1;
                imm = {{20{inst[31]}}, inst[31:25], inst[11:7]};
                pc_e = 0;
                jump_e = 0;
            end
            7'b1100011: begin  
                full_inst = {7'b0, inst[14:12], inst[6:0]};  
                rd_e = 0;
                rd = 5'b0;
                rs1_e = 1;
                rs1 = inst[19:15];
                rs2_e = 1;
                rs2 = inst[24:20];
                imm_e = 1;
                imm = {{20{inst[31]}}, inst[7], inst[30:25], inst[11:8], 1'b0};
                pc_e = 1;
                jump_e = 0;
            end
            7'b0110111 : begin  
                full_inst = {10'b0, inst[6:0]};  
                rd_e = 1;
                rd = inst[11:7];
                rs1_e = 1;
                rs1 = 5'b0;  
                rs2_e = 0;
                rs2 = 5'b0;
                imm_e = 1;
                imm = {inst[31:12], 12'b0};
                pc_e = 0;  
                jump_e = 0;
            end
            7'b0010111 : begin  
                full_inst = {10'b0, inst[6:0]};  
                rd_e = 1;
                rd = inst[11:7];
                rs1_e = 0;
                rs1 = 5'b0;
                rs2_e = 0;
                rs2 = 5'b0;
                imm_e = 1;
                imm = {inst[31:12], 12'b0};
                pc_e = 1;
                jump_e = 0;
            end
            7'b1101111: begin  
                full_inst = {10'b0, inst[6:0]};  
                rd_e = 1;
                rd = inst[11:7];
                rs1_e = 0;
                rs1 = 5'b0;
                rs2_e = 0;
                rs2 = 5'b0;
                imm_e = 1;
                imm = {{12{inst[31]}}, inst[19:12], inst[20], inst[30:21], 1'b0};
                pc_e = 1;
                jump_e = 1;
            end
             7'b1100111: begin  
                full_inst = {10'b0, inst[6:0]};  
                rd_e = 1;
                rd = inst[11:7];
                rs1_e = 1;
                rs1 = inst[19:15];
                rs2_e = 0;
                rs2 = 5'b0;
                imm_e = 1;
                imm = {{20{inst[31]}}, inst[31:20]};
                pc_e = 0;
                jump_e = 1;
            end
            default: begin  
                full_inst = 32'b0;
                rd_e = 0;
                rd = 5'b0;
                rs1_e = 0;
                rs1 = 5'b0;
                rs2_e = 0;
                rs2 = 5'b0;
                imm_e = 0;
                imm = 32'b0;
                pc_e = 0;
                jump_e = 0;
            end
        endcase
    end
endmodule
`timescale 1ns / 1ps
module program_counter(
    input [31:0] pc_in,
    input rst,
    input clk,
    output reg [31:0] pc_out  
    );
    initial begin
        pc_out = 32'h00010000;  
    end
    always @(posedge clk) begin
        if(rst) pc_out <= 32'h00010000;  
        else pc_out <= pc_in;
    end
endmodule
`timescale 1ns / 1ps
module register(
    input rd_e,
    input [4:0] rd,
    input [31:0] rd_v,
    input rs1_e,
    input [4:0] rs1,
    input rs2_e,
    input [4:0] rs2,
    input clk,
    output reg [31:0] rs1_v,
    output reg [31:0] rs2_v 
    );
    reg [31:0] registers[31:0];
    initial begin
        for(integer idx=0;idx<32;idx=idx+1) begin
            registers[idx] = 32'b0;
        end
        rs1_v = 32'b0;
        rs2_v = 32'b0;
    end
    always @(posedge clk) begin
        if (rd_e && (rd != 5'b0)) begin
            registers[rd] <= rd_v;
        end
    end
    always @(*) begin
        if (rs1_e) rs1_v = registers[rs1];
        if (rs2_e) rs2_v = registers[rs2];
    end
endmodule
`timescale 1ns / 1ps
module adder_32(
    input [31:0] value1,
    input [31:0] value2,
    output reg [31:0] out_value
    );
    always @(*) begin
        out_value = value1 + value2;
    end
endmodule
module or2to1_1bit(
    input in1,
    input in2,
    output out
    );
    assign out = in1 | in2;
endmodule
module mux4to1_32(
    input [1:0] switch,
    input [31:0] input00,
    input [31:0] input01,
    input [31:0] input10,
    input [31:0] input11,
    output reg [31:0] out
    );
    always @(*) begin
        case(switch)
            2'b00: out = input00;
            2'b01: out = input01;
            2'b10: out = input10;
            2'b11: out = input11;
        endcase
        end
endmodule
module mux2to1_32(
    input switch,
    input [31:0] input0,
    input [31:0] input1,
    output reg [31:0] out
    );
    always @(*) begin
        if(switch) out = input1;
        else out = input0;
    end
endmodule
--- /design/flow/run.sh ---
#!/bin/bash
# OpenROAD 26Q1-2900-gdf79404cd8, Yosys 0.63+post, stock flow scripts
make -C /OpenROAD-flow-scripts/flow DESIGN_CONFIG=/design/flow/config.mk WORK_HOME=/design/flow/orfs finish
==> changes_impl.md <==
### Implementation results

* Leading area contributor after synthesis: edfxtp_1
* GRT Util Overall at 42.3%
* Sw Pwr at 0.00128 W
* Detail Placement HPWL at 168,000 um
* Row Count at 132
* FA/HA/MAJ Cells, Area Fraction at 2.54%
* Crit Reg-Reg Startpoint: _pc.pc_out[10]
* Rel. slew slack at 24.2%
* Log Warnings at 99
* Crit start category: input port
* Layout area overhead at 11.0%
* Endpoints left unconstrained at 64
* Dominant kind of combinational cell: multiplexers
* CTS Buffer Depth at 3
* RSZ-0062 raised after global routing: no
* Worst hold-check path type: flop to flop
* CTS tree: yes
* Top-area cell share at 46.9%
* CTS resizes at 0
* Drt drc at 0
* Reg power frac at 46.8%
* Register pins left without a clock at 64
* Die X at 364 um
* Clock power share at 40.1%
* Worst Tran Pin Value at 1.13 ns
* Global route overflow at 0
* CP Max Fanout at 32
* Cell variety after synth at 110
* Crit path time final at 11.64 ns
* Crit. path cell count at 20
* Vias at 48,900
* Post-synth regs at 1,152
* RR Endpoint: _re.registers[5][13]
* Aoi/oai-family share of the synthesized area at 12.5%
* Root buf cell: clkbuf_16
* Clock Skews at 0.0545 ns
* Chip Area at 133,000 um^2
* Total CTS buffers at 115
* Net Sw Frac at 26.7%
* Crit. Startpoint: op_code[3]
* CP required at 22.77 ns
* Top cells excl fill/tap: edfxtp_1 (1,024), mux2i_1 (388), o21ai_0 (384), nand2_1 (374), mux4_2 (319)
* Cell family with most CP delay: AND-OR/OR-AND gates
* Pre-Place Util at 50.5%
* Initial DRC Count at 4,439
* Setup TNS Final at 0 ns
* Critical Path, Cell by Cell: clkdlybuf4s50_1 -> nor3b_2 -> and3_1 -> nor2_2 -> buf_4 -> mux2i_1 -> inv_1 -> ha_1 -> inv_1 -> nor3_1 -> o2111ai_1 -> o211a_1 -> nand2_1 -> xnor2_1 -> a21oi_1 -> o21ai_0 -> a31oi_1 -> o211ai_1 -> a22o_1 -> buf_4
* Synth Instances at 5,366
* # Cells Yosys at 5,366
* Largest net degree at the start of global routing at 144
* Final WL at 256,000 um
* Share of layout cells above drive strength 1 at 21.0%
* Clock latency (worst-skew pair) at 0.79 ns
* Max Cap Viol at 0
* Syn Area/Cell at 12.2 um^2
* Capture point of the worst path: _re.registers[5][13]
* H-Tree Depth at 3
* Top cell excl fill/tap: edfxtp_1
* Period utilization at 52.2%
* FF-to-FF path depth at 16
* Dominant flop cell: edfxtp_1
* Initial antenna violation count at 12
* PortBufs at 65
* Clk slew on worst S/H paths at 0.06 ns
* Ports at 66
* Max VDD drop at 0.0805 mV
* Number of global-route vias before repair at 49,000
* Post-synth EDFFs at 1,024
* Fmax achieved at 85.9 MHz
* First-pass GRT wire length at 360,000 um
* Xor+xnor area frac at 0.975%
* Critical path class: input port to flop
* DRT Pass-1 Iters at 8
* Filler instances at 10,500
* Total internal power at 0.00353 W
* Power share of the combinational group at 13.1%
* Mux share at 22.3%
* Vias per cell at 6.78
* Ys async rst share at 0%
* Final hold vios at 0
* Post-Syn Area at 65,600 um^2
* Yosys chip area at 65,600 um^2
* Simple Share, Synth at 7.90%
* DR WL/cell at 35.5 um
* Remaining antenna violation count at 0
* P_leak at 27.4 nW
* Final Cell Area at 72,800 um^2
* CP peak stage delay at 1.03 ns
* DP Area at 69,000 um^2
* Max Transition Viols Final at 0
* Setup crit end kind: flop
* Core area at 130,000 um^2
* WP buf/inv at 5
* Cell area leaders: edfxtp_1 (47%), mux4_2 (11%), mux2i_1 (6.0%)
* Status: complete, no violations
* Final Setup Violations at 0
* Pwr Density at 66.1 nW/um^2
* Die Ht at 364 um
* R2r setup slk at 16.46 ns
* Post-CTS Setup Bufs at 0
* Synth Warn # at 0
* Worst path arrival time at 12.10 ns
* Placer Congestion at 1.08
* CP max-delay cell: clkdlybuf4s50_1
* Hold_buf cts at 0
## metrics by stage
stage | worst slack [ns] | utilization (%) | hold slack (ns) | instances | total power, W
final | 10.66 | 56.1 | 0.441 | 7222 | 0.00481
after global routing | 10.41 | 56.0 | 0.439 | 7212 | 0.00493
after floorplan | 11.76 | - | 0.359 | 5397 | 0.00269
after detailed placement | 10.24 | 53.1 | 0.417 | 6997 | 0.00290
after CTS | 11.02 | 56.0 | 0.433 | 7212 | 0.00481
after global placement | 10.34 | 53.1 | 0.431 | 6996 | 0.00291
## flip-flops by register name (all words and copies together), names as in the netlist
signal and cells:
_pc.pc_out 32, _re.registers 1024, _re.rs1_v 32, _re.rs2_v 32, im_addr 32
## power by group through the flow
stage                 Clock (W)  Combinational (W)  Sequential [W]
after global routing    0.00202           0.000659         0.00225
after CTS               0.00195           0.000610         0.00225
final                   0.00193           0.000629         0.00225
## cell usage after synthesis, drive strengths merged (11+ instances only)
master,n
dfxtp,64
o22ai,24
a221oi,22
nor3,44
o21ai,396
nor2b,17
nand4,23
dlxtn,32
o21bai,15
o311a,11
nand2,387
dlxtp,32
a31oi,163
mux4,319
and3,23
xnor2,52
o2111ai,12
edfxtp,1024
buf,139
o211ai,121
a211oi,59
mux2i,395
a21oi,209
a21o,33
o221ai,16
and2,17
nor2,344
mux2,305
ha,130
o31ai,22
a211o,12
clkbuf,281
nand2b,21
or2,11
xor2,21
a22oi,29
nor4,13
inv,142
nand3,216
## worst reg2reg max path, stage by stage (launching register included)
cell and delay, ns:
dfxtp_1 0.77, o21ai_0 0.26, and2_1 0.32, inv_1 0.12, ha_1 0.28, clkinv_1 0.31
nor3_1 0.54, o2111ai_1 0.25, o211a_1 0.26, nand2_1 0.21, xnor2_1 0.09, a21oi_1 0.41
o21ai_0 0.40, a31oi_1 0.55, o211ai_1 0.28, a22o_1 0.26, buf_4 0.23
## cell type report
class                      count  area (um^2)  area share (%)
sequential                  1152        33000            45.3
multi-input combinational   3679        30900            42.5
clock buffer                 137         3000            4.12
timing repair buffer         278         2300            3.16
tap                         1742         2180            2.99
clock inverter                78          802            1.10
inverter                     146          551           0.756
antenna                       10         25.0          0.0344
## worst min path at each step
stage	start	endpoint	slack, ns	depth (start not counted)
finish	_pc.pc_out[3]	im_addr[3]	0.44	0
global route	_pc.pc_out[3]	im_addr[3]	0.44	0
CTS	_pc.pc_out[3]	im_addr[3]	0.43	0
## logic make-up after synthesis
family,count (synthesis)
buf+inv,566
xor+xnor,73
flops,1088
mux,1019
other cells,1
fa+ha+maj,132
latches,64
simple gates,1152
compound gates,1271
## metal layers
| layer | routed length, um | vias up | global-route usage, % | part of all wire, % |
|---|---|---|---|---|
| met3 | 39800 | 663 | 25.1 | 16 |
| met4 | 13700 | 28 | 16.8 | 5.4 |
| li1 | - | 21000 | - | - |
| met1 | 90800 | 24000 | 57.5 | 35 |
| met2 | 111000 | 3285 | 58.4 | 43 |
| met5 | 391 | - | 1.71 | 0.15 |
No activity file was given, so power comes from the tool's default toggle rates.
